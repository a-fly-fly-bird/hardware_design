$ cat ./run.sh
#!/bin/bash
# OpenROAD 26Q1-2900-gdf79404cd8, Yosys 0.63+post, stock flow scripts
make -C /OpenROAD-flow-scripts/flow DESIGN_CONFIG=/design/flow/config.mk WORK_HOME=/design/flow/orfs finish
$ cat ./design.v
`timescale 1ns / 1ps
module hilo_reg(
	input wire clk,rst,
	input wire[1:0] we,
	input wire[31:0] hi,lo,
	output reg[31:0] hi_o,lo_o
    );
	always @(negedge clk) begin
		if(rst) begin
			hi_o <= 32'b0;
			lo_o <= 32'b0;
		end else if (we[1] || we[0]) begin
			if (we[1])begin
				hi_o <= hi;
			end
			if (we[0])begin
				lo_o <= lo;
			end
		end
	end
endmodule
$ cat ./constraint.sdc
current_design hilo_reg

set clk_period 1.0
set clk_io_pct 0.2

create_clock -name clk0 -period $clk_period [get_ports {clk}]

set non_clock_inputs [all_inputs -no_clocks]
set_input_delay [expr $clk_period * $clk_io_pct] -clock clk0 $non_clock_inputs
set_output_delay [expr $clk_period * $clk_io_pct] -clock clk0 [all_outputs]
$ cat ./config.mk
export PLATFORM = sky130hd
export DESIGN_NAME = hilo_reg
export DESIGN_NICKNAME = hilo_reg
export VERILOG_FILES = /design/flow/design.v
export SDC_FILE = /design/flow/constraint.sdc
export NUM_CORES = 4
export LEC_CHECK = 1
export CORE_UTILIZATION = 40
==> impl_metrics.tcl <==
# implementation run metrics
set metrics [dict create \
    status "finished with violations" \
    failed_checks "setup timing" \
    mux_share 0.274 \
    place.gp.congestion 0.754 \
    fp.dieW_um 78.5 \
    fp_util 0.420 \
    top_area_frac 0.547 \
    wire_per_inst_um 12.4 \
    clockRootBuffer "clkbuf_8" \
    drc 0 \
    yosys.stat.seqShare 0.547 \
    hold_violations 0 \
    wirelength_um 6070 \
    ctsHoldBuffers 0 \
    grt-ovfl-total 0 \
    total_leakage_power_nw 2.38 \
    topCellsByArea "dfxtp_1 55%, mux2i_1 27%, nor2_1 10%, buf_12 5.1%, buf_6 0.96%" \
    setup_violations 64 \
    path_cells "buf_2" \
    rsz0062_at_grt "yes" \
    setup_slack_ns -0.499 \
    dieHeight_um 78.5 \
    p_int_mw 4.71 \
    io_buffers 131 \
    ys_sh_aoi 0 \
    cap_violations 0 \
    first_global_vias 2220 \
    dp_hpwl_um 3740 \
    viasPerCell 4.44 \
    ant_nets 0 \
    final_max_slew_viol_count 0 \
    fillerInstances 447 \
    synth_area_mm2 0.00234 \
    largest_area_cell "dfxtp_1" \
    num_vias 2178 \
    clk_path_buf_depth 2 \
    synthAdderAreaFrac 0 \
    grt_pass1_wl_um 9580 \
    power_mw 6.60 \
    core_area_mm2 0.00557 \
    grt_max_degree 38 \
    setup_tns_ns -30.71 \
    worstReg2RegEnd "hi_o[28]" \
    grt_usage 0.206 \
    avgSynthCellArea_um2 11.3 \
    p_seq_frac 0.428 \
    crit_path_end_kind "primary output" \
    fp-row-count 27 \
    worst_setup_path_start_kind "register" \
    clk_pin_slew_worst_paths_ns 0.05 \
    lay_top_cells "65 x inv_1, 64 x nor2_1, 64 x dfxtp_2, 64 x buf_2, 63 x mux2i_1" \
    rr_worst_depth 3 \
    ys_types 9 \
    hold_ws_ns 0.473 \
    finClkSkew_ns 0 \
    worstHoldEndpoint "lo_o[22]" \
    drt_pass1_iterations 3 \
    fin_cells 490 \
    final_common_cell "inv_1" \
    crit_buf_inv 1 \
    design_area_mm2 0.00405 \
    crit_arrival_ns 1.30 \
    crit_slowest_cell "dfxtp_2" \
    reg2reg_slack_ns 0.28 \
    critPathMaxFanout 2 \
    placed_cells 403 \
    hp-start "lo_o[22]" \
    yosysWarnings 1 \
    slew_headroom 0.899 \
    swShare 0.286 \
    critPathRequiredTime_ns 0.80 \
    cts_tree "built" \
    die_area_mm2 0.00616 \
    critical-path-max-stage-delay_ns 0.31 \
    warning_count 93 \
    h-tree-depth 3 \
    vdd_ir_drop_max_uv 1120 \
    area_growth_pct 73.0 \
    clkSinkCount 64 \
    antenna_found_initial 0 \
    placed_area_mm2 0.00367 \
    crit_type "reg2out" \
    io_pins 132 \
    critical-path-top-delay-family "flip-flops" \
    p_comb_frac 0.122 \
    simple_gate_area_frac 0.103 \
    diodes 0 \
    drt_first_iter_violations 26 \
    power_frac_clock 0.450 \
    ys_top_logic_family "multiplexers" \
    synth_flops 64 \
    syn_inst 208 \
    crit-reg2reg-launch "hi_o[28]" \
    drive_above_1_share 0.388 \
    switchingPower_mw 1.89 \
    cp.depth 1 \
    powerDensity_mw_per_mm2 1630 \
    yosys-stat-area_mm2 0.00234 \
    hp-class "reg2reg" \
    numCtsBuffers 9 \
    xor_area_frac 0 \
    tightestPinTransition_ns 0.147 \
    holdPathStages 2 \
    ys_cells 208 \
    clock_latency_ns 0.38 \
]
area by class of cell:
type	instances	area [um^2]	area share
Sequential cell	64	1360	0.336
Timing Repair Buffer	149	1310	0.323
Multi-Input combinational cell	128	885	0.218
Clock inverter	68	284	0.0701
Clock buffer	9	124	0.0306
Tap cell	72	90.1	0.0222
worst register-to-register path: stages (launching register included):
cell and delay [ns]:
dfxtp_2 0.31, buf_4 0.12, mux2i_1 0.11, nor2_1 0.06
per-stage QoR:
step | setup slack [ns] | util
3_3_place_gp | -0.504 | 0.658
2_1_floorplan | -0.257 | -
6_report | -0.499 | 0.727
3_5_place_dp | -0.509 | 0.658
4_1_cts | -0.513 | 0.703
5_1_grt | -0.544 | 0.727
flip-flops by register name, summed over array words and instances, names as in the netlist:
name and count:
hi_o 32, lo_o 32
layer usage:
metal  vias to the layer above  wire [um]  global-route usage
met5                         -          0                   0
met1                       986       2670               0.245
li1                       1103          -                   -
met4                         0        127               0.102
met3                        11        466               0.111
met2                        78       2810               0.304
Yosys cell counts, drive strengths merged:
cell type and n:
buf 11, clkbuf 4, dfxtp 64, inv 1, mux2i 64, nor2 64
logic make-up (layout without fill, tap and decap cells):
family / after synthesis / in the layout
flops: 64 / 64
simple gates: 64 / 64
mux: 64 / 64
buf+inv: 16 / 226
power groups by stage:
stage         sequential [mW]  clock [mW]  combinational [mW]
CTS                      2.82        3.09               0.774
global route             2.83        3.46               0.888
finish                   2.82        2.97               0.805
worst max-delay path by stage:
stage	start	to	slack [ns]
final	lo_o[5]	lo_o[5]	-0.50
after CTS	hi_o[16]	hi_o[16]	-0.51
after global routing	lo_o[1]	lo_o[1]	-0.54
repair_timing:
action / in CTS / in global routing
setup endpoints to repair: 121 / 81
setup buffers: 0 / 4
gates resized: 324 / 14
gates cloned: 5 / 2
pin swaps: 50 / 9
Power and IR drop assume default switching activity.
